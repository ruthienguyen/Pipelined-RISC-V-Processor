<file path="./design.v">
`timescale 1ns / 1ps
module RegFile#(
      parameter DATA_WIDTH   = 32,   
      parameter ADDRESS_WIDTH = 5,  
      parameter NUM_REGS = 32
   )
   (
   input  clk,  
   input  rst, 
   input  rg_wrt_en,  
   input  [ADDRESS_WIDTH-1:0] rg_wrt_dest,  
   input  [ADDRESS_WIDTH-1:0] rg_rd_addr1,  
   input  [ADDRESS_WIDTH-1:0] rg_rd_addr2,  
   input  [DATA_WIDTH-1:0] rg_wrt_data,  
   output logic [DATA_WIDTH-1:0] rg_rd_data1,  
   output logic [DATA_WIDTH-1:0] rg_rd_data2  
   );
integer 	 i;
reg [DATA_WIDTH-1:0] register_file [NUM_REGS-1:0];
always @(negedge clk) begin
    if(rst)
	    for (i=0;i<NUM_REGS;i=i+1)
		    register_file[i]<=0;
    else if(rst==1'b0 && rg_wrt_en==1'b1)
        register_file[rg_wrt_dest] <=rg_wrt_data;
end
assign rg_rd_data1 = register_file[rg_rd_addr1];
assign rg_rd_data2 = register_file[rg_rd_addr2];
endmodule
</file>
<file path="./run.sh">
#!/bin/bash
# OpenROAD 26Q1-2900-gdf79404cd8, Yosys 0.63+post, stock flow scripts
make -C /OpenROAD-flow-scripts/flow DESIGN_CONFIG=/design/flow/config.mk WORK_HOME=/design/flow/orfs finish
</file>
<file path="./config.mk">
export PLATFORM = sky130hd
export DESIGN_NAME = RegFile
export DESIGN_NICKNAME = RegFile
export VERILOG_FILES = /design/flow/design.v
export SDC_FILE = /design/flow/constraint.sdc
export NUM_CORES = 4
export LEC_CHECK = 1
export CORE_UTILIZATION = 40
</file>
<file path="./constraint.sdc">
current_design RegFile

set clk_period 9.3
set clk_io_pct 0.2

create_clock -name clk0 -period $clk_period [get_ports {clk}]

set non_clock_inputs [all_inputs -no_clocks]
set_input_delay [expr $clk_period * $clk_io_pct] -clock clk0 $non_clock_inputs
set_output_delay [expr $clk_period * $clk_io_pct] -clock clk0 [all_outputs]
</file>
==> results_dict.tcl <==
# place-and-route summary
set metrics [dict create \
    synthArstFlopShare_pct 0 \
    switching_share_pct 30.4 \
    final.setup.worst_slack_ns 0.0891 \
    clock_tree.htree_level_count 3 \
    vias_in_the_first_global_route 44399 \
    postRouteAntennaNets 0 \
    max-clock-path-buffers 3 \
    power.combinational.fraction_pct 10.3 \
    floorplan_core_area_um2 140000 \
    top_regs "register_file x1024" \
    count_of_standard_cell_rows 137 \
    yosys-mux-area-fraction_pct 18.2 \
    post_synth_inst_count 4641 \
    globalplace.congestion 0.914 \
    cp_slowest_stage_delay_ns 0.52 \
    top_cell_area_share_pct 54.7 \
    yosys_area_um2 56200 \
    stage_log_warnings 1027 \
    finalMaxSlewViolations 0 \
    share_clk_of_total_power_pct 48.9 \
    worst_path_dominant_cell_family "simple AND/OR/NAND/NOR gates" \
    synth_area_per_cell_um2 12.1 \
    synth_flops 1024 \
    power_switching_uw 4090 \
    synth_seq_share_pct 54.7 \
    synth_top_cell_by_count "and2_1" \
    post_synth_instance_area_um2 56200 \
    timing.critical_path.cells "mux2i_1 -> a22o_1 -> nor3_1 -> a31oi_1 -> nand3_1 -> clkdlybuf4s50_1" \
    critical_path_arrival_ns 7.35 \
    cp-start-kind "flip-flop" \
    grt_setup_unrepaired "no" \
    count_of_library_flops_with_an_enable_pin 1024 \
    clock_tree_from_tritoncts "done" \
    seqPwrFrac_pct 40.8 \
    largest_area_contributor_in_the_synthesized_netlist "edfxtp_1" \
    maximum_number_of_pins_on_one_net_before_global_route_repair 93 \
    power_internal_uw 9380 \
    numCtsBuffers 118 \
    hold-worst-slack_ns 4.99 \
    grt_pass1_wl_mm 286 \
    power.leakage_uw 0.0302 \
    outcome "completed" \
    route.detailed.wl_per_inst_um 26.2 \
    relSlewSlack_pct 44.7 \
    worst_pin_slew_ns 0.827 \
    criticalPathCategory "flip-flop to primary output" \
    largest_register_ffs 1024 \
    grt_antenna_before_repair 12 \
    critical_path_peak_fanout 2 \
    initial_core_util_pct 40.3 \
    sort_of_element_at_the_end_of_the_critical_path "primary output" \
    grt_overflow_total 0 \
    preCtsSetupSlack_ns 0.391 \
    floorplan.die_area_um2 142000 \
    worst_path_max_delay_cell "nor3_1" \
    clkSlewWorstSetupHoldPaths_ns 0.03 \
    cell_area_power_density_nw_per_um2 199 \
    ctsRootBufferMaster "clkbuf_16" \
    firstDrtPassIters 5 \
    synth_cell_types 31 \
    clock_sink_count 1024 \
    cp_data_required_time_ns 7.44 \
    synth.cellmix.compoundShare_pct 6.98 \
    chipHeight_um 377 \
    synth_xor_xnor_area_share_pct 0 \
    timing.setup.tns_ns 0 \
    final_cell_utilization_of_the_core_pct 48.5 \
    remaining_drc_errors 0 \
    die-width_um 377 \
    synth_top_flop_cell "edfxtp_1" \
    hold_path_class "input port to primary output" \
    hold_viol_final 0 \
    grtUsageTotal_pct 30.2 \
    yosys_cells 4641 \
    yosysWarningCount 1 \
    dp.final_hpwl_mm 113 \
    simple_gate_area_share_pct 16.1 \
    drtIter0Drc 2797 \
    synth.cells.most_frequent "and2_1 (1026), edfxtp_1 (1024), mux2i_1 (1024)" \
    worst_ir_drop_on_vdd_uv 196 \
    routed-via-count 42126 \
    power_uw 13500 \
    routed_wl_mm 200 \
    vias_per_cell 5.52 \
    layout-drive-gt1-share_pct 8.68 \
    max_cap_viol_count 0 \
    synth_adder_area_share_pct 0 \
    worst-path-buf-inv 1 \
    final-setup-viol-count 0 \
    ios 114 \
    post_cts.repair.setup_buffers 0 \
    hold_buffers 0 \
    buffer_ports.inserted 113 \
    post_synth_main_logic_family "multiplexers" \
    largest_register "register_file" \
    synth_area_leaders "edfxtp_1 (55%), mux2i_1 (18%), and2_1 (11%)" \
    syn2layout_area_growth_pct 20.5 \
]
per-layer routing:
metal / GRT usage [%] / part of all wire [%]
met1: 36.7 / 36
met2: 41.1 / 44
met3: 20.3 / 15
met4: 16.0 / 5.0
met5: 0.858 / 0.041
logic make-up (layout without fill, tap and decap cells):
logic type,Yosys count,after routing
and+or+nand+nor,1568,1568
muxes,1024,1024
DFF,1024,1024
AOI/OAI and AO/OA,576,576
buffers and inverters,449,1557
other,0,8
layout by cell type (no fill, tap or decap), drive strengths merged, types with 8 or more instances in the layout:
cell           count
nand2            196
edfxtp          1024
buf              201
or2               34
nor3              64
mux2i           1024
a22oi            192
clkbuf           121
diode              8
and2            1026
a22o             128
a21oi            192
nor2              36
clkinvlp          35
inv             1064
nand3            194
clkdlybuf4s50    111
bufinv            20
a31oi             64
final timing paths:
kind	start	to	slack, ns	cells after the start
worst max-delay path	register_file[2][18]	rg_rd_data1[18]	0.09	6
worst min-delay path	rg_rd_addr2[1]	rg_rd_data2[18]	4.99	6
layout make-up:
class	instances	area, µm²
Clock inverter	1124	4880
Fill cell	12159	71800
Timing Repair Buffer	312	3150
Clock buffer	121	3030
Tap cell	1876	2350
Multi-Input combinational cell	3168	23600
Sequential cell	1024	30700
Antenna cell	8	20.0
metrics by stage:
step | cell area [µm²] | cells
finish | 67700 | 7633
detailed placement | 59700 | 6381
global route | 67700 | 7628
floorplan | 56200 | 4641
CTS | 67600 | 7625
global placement | 59700 | 6381
repair_timing:
action                     in CTS  in global routing
pin swaps                       0                  0
gates resized                   9                 11
setup endpoints to repair       9                 11
gates cloned                    0                  0
power groups by stage:
stage	clock [µW]	sequential, µW	combinational, µW
after global routing	7320	5520	1460
final	6580	5500	1390
after CTS	6770	5500	1370
Power figures rest on the tool's default switching activity, not on a simulated workload.
