==> design/flow/design.v <==
`timescale 1ns / 1ps
module imm_Gen(
    input logic [31:0] inst_code,
    output logic [31:0] Imm_out);
always_comb
    case(inst_code[6:0])
        7'b0000011       : 
            Imm_out = {inst_code[31]? 20'b1:20'b0 , inst_code[31:20]};
        7'b1100111       : 
            Imm_out = {inst_code[31]? 20'b1:20'b0 , inst_code[31:20]};
        7'b0100011      : 
            Imm_out = {inst_code[31]? 20'b1:20'b0 , inst_code[31:25], inst_code[11:7]};
        7'b1100011     :
            Imm_out = {inst_code[31]? 19'b1:19'b0 , inst_code[31], inst_code[7], inst_code[30:25], inst_code[11:8], 1'b0};
        7'b1101111     :
             Imm_out = {inst_code[31]? 11'b1:11'b0 , inst_code[31], inst_code[19:12], inst_code[20], inst_code[30:25], inst_code[24:21], 1'b0};
        7'b0010111     :
            Imm_out = {inst_code[31], inst_code[30:20], inst_code[19:12], 12'b0};
        7'b0110111      : 
            Imm_out = {inst_code[31], inst_code[30:20], inst_code[19:12], 12'b0};
        7'b0010011       : 
            Imm_out = {inst_code[31]? 20'b1:20'b0 , inst_code[31:20]};  
       7'b0100011      : 
            Imm_out = {inst_code[31]? 10'b1:10'b0 , inst_code[19:12], inst_code[20], inst_code[30:25], inst_code[24:21], 1'b0};
        7'b0100011      : 
            Imm_out = {inst_code[31]? 20'b1:20'b0 , inst_code[7], inst_code[30:25], inst_code[11:8],1'b0};
        7'b0100011      : 
            Imm_out = {inst_code[31]? 20'b1:20'b0 , inst_code[30:25], inst_code[11:8], inst_code[7]};
        7'b0010011       : 
            Imm_out = {inst_code[31]? 20'b1:20'b0 , inst_code[31:20]};
        default                    : 
            Imm_out = {32'b0};
    endcase
endmodule
==> design/flow/run.sh <==
#!/bin/bash
# OpenROAD 26Q1-2900-gdf79404cd8, Yosys 0.63+post, stock flow scripts
make -C /OpenROAD-flow-scripts/flow DESIGN_CONFIG=/design/flow/config.mk WORK_HOME=/design/flow/orfs finish
==> design/flow/config.mk <==
export PLATFORM = sky130hd
export DESIGN_NAME = imm_Gen
export DESIGN_NICKNAME = imm_Gen
export VERILOG_FILES = /design/flow/design.v
export SDC_FILE = /design/flow/constraint.sdc
export NUM_CORES = 4
export LEC_CHECK = 1
export CORE_AREA = 10 10 70 70
export DIE_AREA = 0 0 80 80
==> design/flow/constraint.sdc <==
current_design imm_Gen

set clk_period 4.0
set clk_io_pct 0.2

create_clock -name clk0 -period $clk_period

set non_clock_inputs [all_inputs -no_clocks]
set_input_delay [expr $clk_period * $clk_io_pct] -clock clk0 $non_clock_inputs
set_output_delay [expr $clk_period * $clk_io_pct] -clock clk0 [all_outputs]
==> impl_metrics.ini <==
; physical design summary
[critical_path]
critical_path_peak_fanout = 11
crit_path_start_kind = input pin
cp.required_ns = 3.20
worstPathBufferInverterCount = 2
crit_path_cell_trace = clkdlybuf4s50_1, or4_1, a21oi_4, a22o_2, clkdlybuf4s50_1
timing.critical_path.max_delay_family = buffers and inverters
critPathCaptureType = output pin
critPathArrivalTime_ns = 2.97
cp_common_cell = sky130_fd_sc_hd__clkdlybuf4s50_1
critical_path.slowest_cell = sky130_fd_sc_hd__or4_1
critical_path_class = in2out
timing.critical_path.slowest_cell_delay_ns = 0.73

[finish]
layout.area.comb_um2 = 412
ratio_of_cells_with_drive_above_1_in_the_final_layout_pct = 10.1
final_design_area_no_fill_um2 = 1150
filler_cell_count = 375
area.sequential_um2 = 0
layout.clock_buffers = 0
final_cell_count_no_fill = 175
seq_cells = 0
syn2layout_area_growth_pct = 139

[global_route]
antenna_found_initial = 0
global_route.overflow_total = 0
grt_pass1_wl_um = 3770
grt_use_total_pct = 7.07
via_count_of_the_first_global_routing_pass = 745
maximum_number_of_pins_on_one_net_before_global_route_repair = 12

[sta]
max_slew.worst_pin.slew_ns = 0.503
period_minus_slack_ns = 3.77
timing.hold.ws_ns = 2.51
layout_worst_path_cycle_share_pct = 94.2
slew_headroom_pct = 66.3
tns_ns = 0
hold_viol_final = 0
timing.final.setup_violations = 0
rsz0062_at_grt = false
timing.final.max_slew_violations = 0
maximum_clock_frequency_mhz = 265

[hold_path]
min_path_type = in2out

[detailed_routing]
viasPerCell = 4.26
num_antenna_cells = 0
dr_total_vias = 745
drt_wl_total_um = 2470
drt-initial-drc-count = 31
detail_route.first_pass.iterations = 4
ant_nets = 0
wire_length_per_cell_um = 14.1
post-route-drc-count = 0

[synthesis]
yosys-top-cells-count = sky130_fd_sc_hd__and2_1 (9), sky130_fd_sc_hd__inv_1 (9), sky130_fd_sc_hd__nor3_1 (8)
synth-area-yosys_um2 = 482
synthTopCellsByArea = sky130_fd_sc_hd__and2_1 (12%), sky130_fd_sc_hd__a211oi_1 (9.4%), sky130_fd_sc_hd__a22o_2 (8.3%)
yosys_warnings = 1
yosysUniqueCellTypes = 29
ys_cells = 69
syn_avg_cell_area_um2 = 6.98
total_standard_cell_area_after_synthesis_um2 = 482
post-synth-top-area-fraction_pct = 11.7
seq_area_frac_synth_pct = 0
syn_inst = 69
library_cell_with_the_largest_summed_area_after_synthesis = sky130_fd_sc_hd__and2_1

[placed_design]
detailed_place_hpwl_um = 2170
place.port_buffers = 64
place_congestion = 0.741
placed_area_um2 = 1150
placed_cells = 175

[power]
power_density_nw_per_um2 = 54.9
ir_drop_uv = 20.6
finalPower_uw = 63.2
power.leakage_nw = 0.389

[floorplanning]
row_count = 21
fp.dieW_um = 80
i_o_pins = 64
initCoreUtil_pct = 14.1
fp.dieArea_um2 = 6400
die.size.y_um = 80
floorplan_core_area_um2 = 3420

[run_status]
run_status = finished clean

[job]
warnings = 32
timing.max_cap.violations = 0

[clock_tree]
postCtsSetupBuffers = 0
cts_resized = 0
total_of_hold_buffers_inserted_after_clock_tree_synthesis = 0
[cell families (layout without fill, tap and decap cells)]
logic type / count (synthesis) / count (layout) / synth area share, %
and+or+nand+nor: 31 / 31 / 38.7
AOI/OAI and AO/OA: 23 / 23 / 44.4
buffers and inverters: 14 / 74 / 14.5
muxes: 1 / 1 / 2.34
[worst min-delay path, stage by stage]
cell and delay, ns:
sky130_fd_sc_hd__clkdlybuf4s50_1 0.39, sky130_fd_sc_hd__and2_1 0.13, sky130_fd_sc_hd__clkdlybuf4s50_1 0.40
[path summary, 6_finish.rpt]
kind	from	to	cells after the start
worst max-delay path	inst_code[6]	Imm_out[3]	5
worst min-delay path	inst_code[14]	Imm_out[14]	3
[per-layer routing]
metal / global-route usage, % / routed length (µm)
met5: 0 / 0
met4: 0 / 0
met3: 4.77 / 475
met2: 10.5 / 1010
met1: 8.77 / 977
[metrics by stage]
step | setup slack, ns | utilization, %
2_1_floorplan | 1.45 | -
3_3_place_gp | 0.269 | 33.7
3_5_place_dp | 0.226 | 33.7
4_1_cts | 0.232 | 33.7
5_1_grt | 0.124 | 33.7
6_report | 0.233 | 33.7
[area by class of cell]
| cell class | instances | area share, % |
|---|---|---|
| multi-input combinational | 55 | 35.8 |
| timing repair buffer | 65 | 56.3 |
| inverter | 9 | 2.93 |
| tap | 46 | 5.00 |
[where the power goes]
part / switching [mW] / internal, mW / total (mW)
Sequential: 0 / 0 / 0
Combinational: 0.0226 / 0.0406 / 0.0632
Clock: 0 / 0 / 0
Total: 0.0226 / 0.0406 / 0.0632
[cells in the final DEF (no fill, tap or decap), drive strengths merged]
master	netlist	final
clkdlybuf4s50	0	64
inv	9	9
and2	9	9
nor3	9	9
a211oi	6	6
a22o	6	6
a21oi	3	3
nor2	3	3
nand4b	2	2
nand2	2	2
a32o	2	2
a2111oi	2	2
or4	1	1
or2	1	1
or2b	1	1
a21o	1	1
nand3	1	1
or3b	1	1
a211o	1	1
a311o	1	1
mux2	1	1
or3	1	1
a31o	1	1
buf	5	1
Power is estimated from default activity; no workload was simulated.
