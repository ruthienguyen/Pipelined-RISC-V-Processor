[./config.mk]
export PLATFORM = sky130hd
export DESIGN_NAME = alu
export DESIGN_NICKNAME = alu
export VERILOG_FILES = /design/flow/design.v
export SDC_FILE = /design/flow/constraint.sdc
export NUM_CORES = 4
export LEC_CHECK = 1
export CORE_UTILIZATION = 50
[./constraint.sdc]
current_design alu

set clk_period 15.5
set clk_io_pct 0.2

create_clock -name clk0 -period $clk_period

set non_clock_inputs [all_inputs -no_clocks]
set_input_delay [expr $clk_period * $clk_io_pct] -clock clk0 $non_clock_inputs
set_output_delay [expr $clk_period * $clk_io_pct] -clock clk0 [all_outputs]
[./design.v]
`timescale 1ns / 1ps
module alu#(
        parameter DATA_WIDTH = 32,
        parameter OPCODE_LENGTH = 4
        )(
        input logic [DATA_WIDTH-1:0]    SrcA,
        input logic [DATA_WIDTH-1:0]    SrcB,
        input logic [OPCODE_LENGTH-1:0]    Operation,
        output logic[DATA_WIDTH-1:0] ALUResult, 
        output logic Zero
        );
        always_comb
        begin
      	    Zero = 1'b0;
            ALUResult = 'd0;
            case(Operation)
            4'b0000:         
                    ALUResult = SrcA & SrcB;
            4'b0001:         
                    ALUResult = SrcA | SrcB;
            4'b0010:        
                  begin
                    ALUResult = SrcA + SrcB;
                    Zero = 1'b1;
                    end
	          4'b0011:         
	            ALUResult = SrcA^SrcB;
            4'b0110:begin         
                    ALUResult = $signed(SrcA) - $signed(SrcB);
                    if (ALUResult == 0)  
                      Zero = 1'b1; 
            end        
            4'b0111:         
                    ALUResult = SrcA << SrcB;
            4'b1000:         
                    ALUResult = SrcA >> SrcB;
            4'b1001:
            begin        
                    if ($signed(SrcA) < $signed(SrcB))
                        begin
                            Zero = 1'b1;
                            ALUResult = 1'b1;
                        end
                    else
                        begin
                            Zero = 1'b0;
                            ALUResult = 1'b0;
                        end
	   	      end
            4'b1010:
            begin       
                    if (SrcA < SrcB)
                        begin
                            Zero = 1'b1;
                            ALUResult = 1'b1;
                        end
                    else
                        begin
                            Zero = 1'b0;
                            ALUResult = 1'b0;
                        end
		        end
            4'b1011:        
                    ALUResult = $signed(SrcA) >>> SrcB;
            4'b1100:
            begin       
		                if ($signed(SrcA) >= $signed(SrcB)) 
                      begin
                    	Zero = 1'b1;
                      ALUResult = 1'b1;
                      end
                    else
                        begin
                            Zero = 1'b0;
                            ALUResult = 1'b0;
                        end
            end
            4'b1101:
            begin       
                    if (SrcA >= SrcB)
                    begin
                    	Zero = 1'b1; 
                      ALUResult = 1'b1; 
                    end
                    else
                        begin
                            Zero = 1'b0;
                            ALUResult = 1'b0;
                        end
            end
            4'b1110:
            begin       
                    if (SrcA != SrcB) 
                     begin
                    	Zero = 1'b1; 
                      ALUResult = SrcA - SrcB; 
                    end
                    else
                        begin
                            Zero = 1'b0;
                            ALUResult = SrcA - SrcB;
                        end
            end
            default:
            begin
                    Zero = 1'b0;
                    ALUResult = 'b0;
            end 
            endcase
        end
endmodule
[./run.sh]
#!/bin/bash
# OpenROAD 26Q1-2900-gdf79404cd8, Yosys 0.63+post, stock flow scripts
make -C /OpenROAD-flow-scripts/flow DESIGN_CONFIG=/design/flow/config.mk WORK_HOME=/design/flow/orfs finish
==> CHANGELOG.md <==
## Implementation

* Syn. warnings at 1
* First-pass DRT Iterations at 8
* Relative slew slack at approximately 36%
* Area leader share at about 12%
* Netlist Area Pre-Place at 9860 um^2
* Core ar. at 19400 um^2
* Die height at roughly 140 um
* N_diodes at 0
* Crit path launch type: input port
* Power Density at 35.4 nW/um^2
* Placer congestion estimate at ~1.1
* Initial antenna violation count at 1
* Layout area overhead at 10.3%
* Max-Cap Viols at 0
* VDD IR-drop max at approximately 0.034 mV
* Post-synthesis cell count at 1568
* Placement Rows at 51
* Combinational group share of total power at around 100%
* Layout cells sized above 1 at 5.81%
* Pleak at about 4.4 nW
* Finished Layout Cells at 1830
* First-pass GRT wire length at 72800 um
* Layout Utilization at 56.1%
* Post-cts hold-fix buffer tally at 0
* Worst-path fanout max at 30
* Switching pwr at about 0.24 mW
* Worst-Margin Slew at approximately 0.95 ns
* Cts repair resizes at 0
* Cell internal pwr at 0.143 mW
* Area post-placement at roughly 11000 um^2
* Vias/cell at 7.12
* I/O Buffers at 101
* Via count at around 13000
* Pwr Total at slightly below 0.4 mW
* Largest area contributor in the netlist: ha_1
* Avg Synthesized Cell Area at 6.29 um^2
* Pre-CTS WS at 4.48 ns
* Setup tns final at 0 ns
* IO Pins at 101
* Synth Seq Share at 0%
* Critical path class: in -> out
* 1st-iter DRT viols at about 1700
* Clock power share at 0%
* Total grt overflow at 0
* Flip-flops at 0
* Synth cell types at approximately 85
* Top cells by area: ha_1 12%, a21oi_1 7.4%, nor2_1 6.9%, mux2i_1 6.1%, nand2_1 6.0%
* Tcrit/Tclk final at 72.8%
* Chip area at 20300 um^2
* # Cells Yosys at between 1500 and 2000
* Switching Fraction at a little over three fifths
* WL per Instance at 27.0 um
* Clk_buf instances at 0
* DRC errors left at 0
* Final hold violation count at 0
* Tmin final at between 10 and 15 ns
* Worst hold slack at 7.14 ns
* Max-slew violation count at 0
* Endpoint type of the worst setup path: primary output
* Max frequency at 88.6 MHz
* Inst Count DP at 1830
* Hold Path Class: in -> out
* GRT Util Overall at 49.2%
* Setup violators final at 0
* Flop pwr share at 0%
* Starting density of the core at between 50% and 60%
* Final wirelength at 49500 um
* Die Wd at approximately 140 um
* Run status: complete, no violations
* Final HPWL from detailed placement at 38000 um
* Vias in the first global route at ~12000
* Design Area, Final at around 11000 um^2
* ANT nets after route at 0
* Yosys synthesis chip area at 9860 um^2
* WP data required at around 12 ns
* Register Area at 0 um^2
* Tally of OpenROAD warnings at roughly 97
* Fin worst setup slack at 4.21 ns
* RSZ-0062 raised after global routing: no
* Post-CTS Setup Bufs at 0
* Largest net degree at the start of global routing at 71
* Worst Path Arrival at 8.19 ns
## layout by cell type (no fill, tap or decap), drive strengths merged, types with 13 or more instances in the layout
cell type        n
a211oi          53
and2            16
a21o            18
a221oi          13
o21ai          107
o211ai          17
ha              96
o31ai           24
nand2b          21
buf             35
o221ai          15
nor4            15
a21oi          147
clkdlybuf4s50   95
mux2            15
nor2b           15
a31oi           23
mux2i           60
xnor2           29
nor2           180
a22oi           19
inv            104
nor3            34
o22ai           34
nand3           23
nand2          157
## worst paths after layout
path	startpoint	to	slack [ns]	depth (start not counted)
worst max-delay path	SrcB[5]	Zero	4.21	15
worst min-delay path	Operation[0]	ALUResult[0]	7.14	5
## critical path, cell delays in order
cell,delay [ns]
clkdlybuf4s50_1,0.45
buf_4,0.33
clkinv_1,0.35
ha_1,0.53
nor4_1,0.39
o311a_1,0.31
nor3_2,0.08
o21ai_2,0.28
a211oi_1,0.19
o311ai_0,0.43
o211ai_1,0.16
nor4_1,0.50
nand4_1,0.21
o41ai_1,0.32
clkdlybuf4s50_1,0.54
## cell type report
type,instances,area (um^2)
timing repair buffer,130,1200
inverter,106,398
multi-input combinational,1329,8950
fill,1992,8520
tap,265,332
## logic make-up after synthesis
family | synth area share (%)
buffers and inverters | 9.37
muxes | 10.5
xor gates and xnor gates | 3.20
adders and majority gates | 12.6
and+or+nand+nor | 23.2
AOI/OAI and AO/OA | 41.1
## metal layers
layer | vias to the layer above | global-route usage, % | part of all wire, %
met5 | - | 1.50 | 0.022
met4 | 2 | 30.2 | 7.6
met3 | 222 | 11.9 | 12
met2 | 1010 | 71.5 | 41
met1 | 5969 | 65.3 | 39
li1 | 5826 | - | -
## power by group through the flow
stage         clock, mW  combinational, mW  sequential [mW]
global route          0              0.410                0
finish                0              0.385                0
CTS                   0              0.371                0
## cells in the mapped netlist, types with 11 or more instances
cell	n
a211oi_1	53
mux2i_1	60
and2_1	15
a21oi_1	146
a31oi_1	23
o22ai_1	34
xnor2_1	29
clkbuf_1	97
a22oi_1	19
mux4_2	12
nor2b_1	15
o211ai_1	17
nor2_1	180
inv_1	103
nand2_1	157
o221ai_1	15
nand2b_1	21
buf_1	23
nor3_1	33
or3_1	11
ha_1	96
o31ai_1	24
o21ai_0	104
mux2_2	15
a21o_1	17
a221oi_1	13
nand3_1	23
nor4_1	15
No activity file was given, so power comes from the tool's default toggle rates.
